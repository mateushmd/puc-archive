==> design/flow/design.v <==
module moore_1101 ( output reg y, input x, clk, reset );
	parameter
		start = 3'b000,
		id1 = 3'b001,
		id11 = 3'b011,
		id110 = 3'b010,
		id1101 = 3'b110;
	reg [2:0] e1;
	reg [2:0] e2;
	always @( x or e1 ) begin
		case( e1 ) 
			start: 
				if ( x ) e2 = id1;
				else e2 = start;
			id1:
				if ( x ) e2 = id11;
				else e2 = start;
			id11:
				if ( x ) e2 = id11;
				else e2 = id110;
			id110:
				if ( x ) e2 = id1101;
				else e2 = start;
			id1101:
				if ( x ) e2 = id11;
				else e2 = start;
			default:
				e2 = 3'bxxx;
		endcase
	end
	always @( posedge clk or negedge reset ) begin
		if ( reset ) e1 = e2;
		else e1 = 0;
	end
	always @( e1 ) begin
		y = e1[2];
	end
endmodule
==> design/flow/run.sh <==
#!/bin/bash
# OpenROAD 26Q1-2900-gdf79404cd8, Yosys 0.63+post, stock flow scripts
make -C /OpenROAD-flow-scripts/flow DESIGN_CONFIG=/design/flow/config.mk WORK_HOME=/design/flow/orfs finish
==> design/flow/config.mk <==
export PLATFORM = sky130hd
export DESIGN_NAME = moore_1101
export DESIGN_NICKNAME = moore_1101
export VERILOG_FILES = /design/flow/design.v
export SDC_FILE = /design/flow/constraint.sdc
export NUM_CORES = 4
export LEC_CHECK = 1
export CORE_AREA = 10 10 70 70
export DIE_AREA = 0 0 80 80
==> design/flow/constraint.sdc <==
current_design moore_1101

set clk_period 1.2
set clk_io_pct 0.2

create_clock -name clk0 -period $clk_period [get_ports {clk}]

set non_clock_inputs [all_inputs -no_clocks]
set_input_delay [expr $clk_period * $clk_io_pct] -clock clk0 $non_clock_inputs
set_output_delay [expr $clk_period * $clk_io_pct] -clock clk0 [all_outputs]
==> notes.md <==
Implementation results

Per the timing report, the most critical flop-to-flop path originates at e1[2]$_DFF_PN0_. The number of search-and-repair iterations in the first detailed-routing pass is 2. The utilization after layout is 6.85%. In this run the tool buffered the top-level ports with 3 buffer cells.

The total standard cell area after synthesis is 114 um2. According to the I/O placement log, the pin count is 4. The tightest hold path in the finished design has a slack of 0.191 ns. The post-detailed-route via-to-cell ratio is 1.61. As reported, the later end of the worst-skew pair has a clock insertion delay of 0.23 ns. The final total power is 0.338 mW. The number of OpenROAD warnings is 25. The CTS report gives the tree buffer count as 3. Across all layers, the routed design uses 103 vias. After Yosys synthesis, and, or, nand and nor cells account for 18.7% of the synthesized area.

The routed length per instance is 5.20 um. In this run, the synthesized area fraction spent on adder and majority cells is recorded as 0%. The wire length recorded after detailed routing is 333 um. In the final run the clock tree shows a worst skew of 0.00144 ns. In the Yosys stats the netlist draws on 7 distinct library cells. After global routing the overflow that remains totals 0. TritonCTS built the clock tree. Combinational logic is responsible for 10.7% of the overall power. The switching power total is 0.0762 mW. The routability congestion estimate from global placement is 0.684.

For the worst reg-to-reg path, the endpoint reported by OpenROAD is e1[0]$_DFF_PN0_. The flow ran to the end, and the final reports show no timing, DRC or antenna violations. The clock slew seen by the registers of the worst setup and hold paths is 0.04 ns. The global-route wire length before repair is 545 um. The total of warnings raised by yosys is 1. The static leakage is 0.0910 nW. The reg2reg setup slack is 0.30 ns. The share of the synthesized area in the top cell type is 65.9%. The detailed placer reported the number of placed instances as 59. According to the floorplan report, the total die area is 6400 um2. Per the power-grid run, VDD falls by no more than 0.000202 V. The antenna diode instance count is 0. In this run the vertical extent of the chip is 80 um. The maximum clock insertion buffer count is 2. According to the floorplan report, the placeable core area is 3420 um2. Per the post-synthesis report, the number of cells in the design is 10.

The highest fanout seen on the critical path is 2. The path type of the worst setup path is reg -> out. The slew at the pin closest to its max-slew limit is 0.144 ns. The sequential cell fraction of total power is 37.1%. The minimum period implied by the final worst setup slack is 1.07 ns. Yosys reports the multiplexer fraction of the synthesized area as 0%.

The number of antenna violations at the first check in global routing is 0. Summed over all failing endpoints, the final setup total negative slack is 0 ns. The via count of the first global-routing pass was 126. Broken down by cell family, the worst path's largest delay share belongs to flip-flops. For this design, Yosys synthesis ends with a cell count of 10. The number of clock sinks came to 3. The chip area line in the Yosys stat output reads 114 um2. The relative slew slack is 90.4%. Looking at the clock tree report, the H-tree level count equals 1.

The master cell of the clock root buffer is clkbuf_4. The synthesized-area fraction occupied by xor and xnor cells is 0%. Of all cell types, the one taking the most synthesized area is dfrtp_1. The number of remaining DRC errors is 0. The maximum clock frequency is 934 MHz.

Data on the critical path arrives at its endpoint at 0.83 ns. Per the run report, area growth between synthesis and finish was 105%. The tool flagged a number of max-cap violations equal to 0. The violation tally recorded at the end of detailed-routing iteration 0 is 8. The proportion of power drawn by the clock network is 52.2%. The power per cell area is 1440 nW/um2. The tightest min-delay check is of the in -> async type. Logic depth along the worst register-to-register path is recorded as 2. The power report lists cell-internal power as 0.262 mW.

The register with the most flip-flops in the layout has 3 of them. The final instance count without filler cells is 64. The average footprint of a synthesized cell is 11.4 um2. Global routing consumed, over all layers together, 1.25% of the routing resources. Walking the worst path, the cells encountered are dlygate4sd2_1. Among all stages on the critical path, the largest delay is contributed by dfrtp_1. The final max-slew violation count is 0. The register share after synthesis is 65.9%. The number of failing hold endpoints at the final stage is 0.

The synthesis stat section lists a flop and latch total of 3. Dividing the final minimum period by the clock period gives 89.2%. Setup repair after global routing left no endpoint under its margin. The main kind of combinational logic by area is simple AND/OR/NAND/NOR gates. Entering global routing, the biggest net connects 4 pins. The number of buffers and inverters on the critical path is 1. Per the synthesis report, the AND-OR/OR-AND share of the synthesized area is 12.1%. The pre-placement core utilization is 3.33%. The worst setup path is captured at a primary output. The share of total power consumed by net switching is 22.5%. The startpoint kind of the worst setup timing path is a flip-flop. The final tally of setup violations is 0. The number of nets with antenna violations after routing is 0.

The data required time reported for the critical path is 0.96 ns. The row count is 21. The floorplan step set the die width to 80 um.

The layout summary lists the proportion of cells stronger than drive strength 1 as 22.2%. The synthesis report lists the most area-consuming cells as dfrtp_1 (66%), o31a_1 (7.7%), nand3b_1 (6.6%). The peak per-stage delay on the critical path is 0.36 ns.
## power groups by stage
stage         sequential, mW  clock (mW)  combinational, mW
finish                 0.125       0.176             0.0362
global route           0.127       0.200             0.0415
CTS                    0.125       0.188             0.0369
## synth_stat cells
cell type / count
dfrtp_1: 3
nor2_1: 2
inv_1: 1
nand2b_1: 1
nand3b_1: 1
o21ai_1: 1
o31a_1: 1
## what timing repair did
| item | 4_1_cts | 5_1_grt |
|---|---|---|
| gates resized | 1 | 0 |
| endpoints found under the setup margin | 1 | 0 |
| hold buffers | 0 | 0 |
| setup buffers | 1 | 0 |
## cells by family after synthesis
group	Yosys count
AND/OR/NAND/NOR	4
flip-flops	3
buffers and inverters	1
AND-OR/OR-AND	2
## routing by layer
layer,part of all wire (%),routed length (um),global-route usage [%],up-vias
met5,0,0,0,-
met4,0,0,0.176,0
met3,23,76,2.16,0
met2,33,110,1.52,5
met1,44,146,1.00,48
li1,-,-,-,50
## cell type report
type / count / area [um2]
multi-input combinational: 6 / 35.0
sequential: 3 / 75.1
fill: 404 / 3180
timing repair buffer: 4 / 36.3
clock buffer: 4 / 26.3
tap: 46 / 57.6
inverter: 1 / 3.75
## layout by cell type, fill, tap and decap left out
cell type and instances:
clkbuf_1 1, dfrtp_1 3, clkdlybuf4s50_1 2, o31a_1 1, clkbuf_4 3, nand2b_1 1, buf_4 1, dlygate4sd2_1 1
inv_1 1, o21ai_1 1, nand3b_1 1, nor2_1 2
## how the worst max path moves through the flow
| stage | end | start | cells after the start | slack [ns] |
|---|---|---|---|---|
| after CTS | y | e1[2]$_DFF_PN0_ | 1 | 0.11 |
| final | y | e1[2]$_DFF_PN0_ | 1 | 0.13 |
| after global routing | y | e1[2]$_DFF_PN0_ | 1 | 0.07 |
## per-stage QoR
step           setup WS [ns]  cell area [um2]
2_1_floorplan          0.438              114
3_3_place_gp           0.113              201
3_5_place_dp           0.101              201
4_1_cts                0.108              234
5_1_grt               0.0749              234
6_report               0.129              234
Power is estimated from default activity; no workload was simulated.
