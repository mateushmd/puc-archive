$ cat flow/run.sh
#!/bin/bash
# OpenROAD 26Q1-2900-gdf79404cd8, Yosys 0.63+post, stock flow scripts
make -C /OpenROAD-flow-scripts/flow DESIGN_CONFIG=/design/flow/config.mk WORK_HOME=/design/flow/orfs finish
$ cat flow/config.mk
export PLATFORM = sky130hd
export DESIGN_NAME = lbs
export DESIGN_NICKNAME = lbs
export VERILOG_FILES = /design/flow/design.v
export SDC_FILE = /design/flow/constraint.sdc
export NUM_CORES = 4
export LEC_CHECK = 1
export CORE_AREA = 10 10 70 70
export DIE_AREA = 0 0 80 80
$ cat flow/constraint.sdc
current_design lbs

set clk_period 1.0
set clk_io_pct 0.2

create_clock -name clk0 -period $clk_period [get_ports {clk}]

set non_clock_inputs [all_inputs -no_clocks]
set_input_delay [expr $clk_period * $clk_io_pct] -clock clk0 $non_clock_inputs
set_output_delay [expr $clk_period * $clk_io_pct] -clock clk0 [all_outputs]
$ cat flow/design.v
module Guia_1401;
	reg ld, clk, clear;
	wire [5:0] q;
	lbs lbs0(q, clk, ld, clear);
	initial 
	begin: main
		integer i;
		clk = 0;
		clear = 0;
		ld = 0;
		for(i = 0; i < 9; i++) begin
			#1
			clk = ~clk;
			ld = ~ld;
			#1
			clk = ~clk;
			$display("%d | %b", i, q);
		end
	end
endmodule
module lbs (output [5:0] q_out,
			input clk, ld, clear);
	reg preset = 0;
	wire [5:0] q;
	wire qnot;
	dff d0 (q[0], qnot, ld, clk, preset, clear);
	dff d1 (q[1], qnot, q[0], clk, preset, clear);
	dff d2 (q[2], qnot, q[1], clk, preset, clear);
	dff d3 (q[3], qnot, q[2], clk, preset, clear);
	dff d4 (q[4], qnot, q[3], clk, preset, clear);
	dff d5 (q[5], qnot, q[4], clk, preset, clear);
	assign q_out = q;
endmodule
module dff ( output q, output qnot,
			input d, input clk,
			input preset, input clear );
	reg q, qnot;
	always @( posedge clk )
	begin
		if ( clear ) begin q <= 0; qnot <= 1; end
		else
		if ( preset ) begin q <= 1; qnot <= 0; end
		else
		begin q <= d; qnot <= ~d; end
	end
endmodule
==> impl_metrics.env <==
# implementation run metrics
export IMPL_cp_cell_sequence="dlygate4sd2_1"
export IMPL_fin_crit_ps=954
export IMPL_status="finished clean"
export IMPL_cp_data_required_time_ps=800
export IMPL_vdd_drop_max_mv=0.624
export IMPL_period_used=0.954
export IMPL_root_buffer="clkbuf_4"
export IMPL_grt_usage=0.0141
export IMPL_combPwrFrac=0.047
export IMPL_critPathMaxFanout=1
export IMPL_floorplanUtilization=0.0593
export IMPL_synth_cell_types=3
export IMPL_dieArea_um2=6400
export IMPL_aoi_share=0
export IMPL_power_frac_seq=0.511
export IMPL_lay_top_count="nor2b_1"
export IMPL_cts_buffers=3
export IMPL_portBuffers=8
export IMPL_grt_pass1_wl_um=621
export IMPL_synth_seq_share=0.593
export IMPL_grt_max_degree=7
export IMPL_max_cap_viol_count=0
export IMPL_detail_route_antenna_nets=0
export IMPL_num_rows=21
export IMPL_cp_slowest_cell="dfxtp_1"
export IMPL_yosysTopAreaCellShare=0.593
export IMPL_setup_slack_ps=45.7
export IMPL_yosys_area_share_adder=0
export IMPL_layout_drive_gt1_share=0.304
export IMPL_postCtsHoldBufs=0
export IMPL_ys_top_logic_family="buffers and inverters"
export IMPL_path_class="flip-flop to output pin"
export IMPL_ys_sh_xor=0
export IMPL_simple_gate_share=0.185
export IMPL_diodes=0
export IMPL_placed_area_um2=295
export IMPL_power_switching_w=0.0000894
export IMPL_grt_overflow_total=0
export IMPL_synth_warnings=2
export IMPL_wl_per_cell_um=6.16
export IMPL_synth_cells=18
export IMPL_syn2layout_area_growth_pct=55.6
export IMPL_ys_ff=6
export IMPL_io_pins=9
export IMPL_tritoncts="done"
export IMPL_fillers=412
export IMPL_log_warning_count=25
export IMPL_p_leak_nw=0.116
export IMPL_antenna_found_initial=0
export IMPL_switching_share=0.183
export IMPL_power_frac_clock=0.442
export IMPL_gp_congestion=0.684
export IMPL_firstDrtPassIters=2
export IMPL_tightest_slew_ps=215
export IMPL_vias=122
export IMPL_design_area_um2=315
export IMPL_skew_ps=4.31
export IMPL_place_ws_ps=-0.773
export IMPL_core_area_um2=3420
export IMPL_hold_violations=0
export IMPL_worst_hold_path_type="flip-flop to flip-flop"
export IMPL_clk_latency_ps=240
export IMPL_cp_top_family="flip-flops"
export IMPL_yosysCellCount=18
export IMPL_start_kind="flip-flop"
export IMPL_htreeDepth=1
export IMPL_drc_errors=0
export IMPL_die_w_um=80
export IMPL_syn_area_um2=203
export IMPL_layout_cells_most_common_list="nor2b_1, clkdlybuf4s15_1, clkbuf_4, dfxtp_2, dfxtp_1"
export IMPL_cp_arrival_ps=750
export IMPL_max_freq_mhz=1050
export IMPL_grt_pass1_vias=111
export IMPL_wl_um=425
export IMPL_rsz0062_at_grt="no"
export IMPL_ys_sh_mux=0
export IMPL_ys_area_um2=203
export IMPL_avgSynthCellArea_um2=11.3
export IMPL_clockBufferDepth=2
export IMPL_viasPerCell=1.77
export IMPL_setup_violations=0
export IMPL_area_leaders="dfxtp_1, buf_4, nor2b_1"
export IMPL_dr_first_iter_drc_count=1
export IMPL_cp_end_kind="output pin"
export IMPL_power_density_nw_per_um2=1550
export IMPL_postLayoutCoreUtil=0.0923
export IMPL_cp_num_buf_inv=1
export IMPL_slew_violations=0
export IMPL_cts_clk_slew_worst_paths_ps=40
export IMPL_worst_path_largest_cell_delay_ps=290
export IMPL_maxSlewHeadroom=0.856
export IMPL_p_int_w=0.000399
export IMPL_cts_sinks=6
export IMPL_die_y_um=80
export IMPL_yosys_area_top_type="dfxtp_1"
cells in the mapped netlist, drive strengths merged:
cell type  n
nor2b      6
buf        6
dfxtp      6
worst paths after layout:
kind | start | to | slack, ps | cells past startpoint
setup / recovery | d5.q | q_out[5] | 50 | 1
hold / removal | d1.q | d2.q | 460 | 1
setup reg to reg | d2.q | d3.q | 450 | 1
hold reg to reg | d1.q | d2.q | 460 | 1
power groups by stage:
| stage | clock (W) | sequential, W | combinational [W] |
|---|---|---|---|
| 4_1_cts | 0.000229 | 0.000249 | 0.0000229 |
| 5_1_grt | 0.000247 | 0.000250 | 0.0000255 |
| 6_report | 0.000216 | 0.000250 | 0.0000228 |
layer usage:
layer,routed length [um],vias up,share of wire,GRT usage
met3,102,0,0.24,0.0239
met4,0,0,0,0.00176
met5,0,-,0,0
li1,-,59,-,-
met2,73,12,0.17,0.00722
met1,250,51,0.59,0.0200
through the flow:
| stage | power (W) | hold WS [ps] | TNS [ps] | std cells |
|---|---|---|---|---|
| finish | 0.000488 | 456 | 0 | 69 |
| detailed placement | 0.000279 | 452 | -0.773 | 66 |
| global placement | 0.000279 | 447 | 0 | 66 |
| floorplan | 0.000263 | 272 | 0 | 18 |
| CTS | 0.000502 | 453 | 0 | 69 |
| global route | 0.000523 | 470 | 0 | 69 |
layout make-up:
type,instances,area [um2],area share
Sequential cell,6,124,0.393
Timing Repair Buffer,8,73.8,0.234
Tap cell,46,57.6,0.183
Multi-Input combinational cell,6,37.5,0.119
Clock buffer,3,22.5,0.0714
cell families after synthesis:
logic type	count (synthesis)
flip-flops	6
buffers and inverters	6
AND/OR/NAND/NOR	6
sequential cells by signal, indices dropped and copies added, names as in the netlist:
register  cells
d2.q          1
d4.q          1
d0.q          1
d5.q          1
d3.q          1
d1.q          1
repair_timing:
item                                    4_1_cts  5_1_grt
pin swaps                                     0        0
endpoints found under the setup margin        6        4
cloned                                        0        0
resized                                       9        6
buffers inserted                              0        0
Power and IR drop assume default switching activity.
